==> /design/flow/design.v <==
module register_file (
    input         clk,      
    input         we3,      
    input  [4:0]  a1,       
    input  [4:0]  a2,       
    input  [4:0]  a3,       
    input  [31:0] wd3,     
    output [31:0] rd1,      
    output [31:0] rd2       
);
    reg [31:0] rf[31:0];
    assign rd1 = (a1 == 5'b0) ? 32'b0 : rf[a1];
    assign rd2 = (a2 == 5'b0) ? 32'b0 : rf[a2];
    always @(posedge clk) begin
        if (we3 && (a3 != 5'b0)) begin
            rf[a3] <= wd3;
        end
    end
    integer i;
    initial begin
        for (i = 0; i < 32; i = i + 1) begin
            rf[i] = 32'b0;
        end
    end
endmodule
==> /design/flow/run.sh <==
#!/bin/bash
# OpenROAD 26Q1-2900-gdf79404cd8, Yosys 0.63+post, stock flow scripts
make -C /OpenROAD-flow-scripts/flow DESIGN_CONFIG=/design/flow/config.mk WORK_HOME=/design/flow/orfs finish
==> /design/flow/config.mk <==
export PLATFORM = sky130hd
export DESIGN_NAME = register_file
export DESIGN_NICKNAME = register_file
export VERILOG_FILES = /design/flow/design.v
export SDC_FILE = /design/flow/constraint.sdc
export NUM_CORES = 4
export LEC_CHECK = 1
export CORE_UTILIZATION = 30
==> /design/flow/constraint.sdc <==
current_design register_file

set clk_period 7.4
set clk_io_pct 0.2

create_clock -name clk0 -period $clk_period [get_ports {clk}]

set non_clock_inputs [all_inputs -no_clocks]
set_input_delay [expr $clk_period * $clk_io_pct] -clock clk0 $non_clock_inputs
set_output_delay [expr $clk_period * $clk_io_pct] -clock clk0 [all_outputs]
==> summary.txt <==
Synthesis and PnR results.

- The utilization after layout reads 35.0%.
- The number of nets with antenna violations after routing reads 0.
- The routability-driven placement congestion ratio is 0.892.
- The number of warning messages in the logs is 26.
- The number of gates given a new drive strength after cts reads 0.
- The cts-stage hold buffer count reads 0.
- The number of buffers added by the clock tree synthesis step reads ~100.
- The number of instances on the worst hold path is 2.
- The post-synthesis sequential element count reads 1024.
- The tally of yosys warning messages reads 1.
- The time the final worst path needs with I/O delays and setup reads 6.30 ns.
- Setup repair after global routing left no endpoint under its margin.
- The aggregate negative setup slack reads 0 ns.
- The initial antenna violation count came to 11.
- Headroom to the max-slew limit came out at 33.1%.
- The fraction of registers with async set/reset is 0%.
- The maximum number of buffers from clock root to sink reads 3.
- The share of cells above drive strength 1 reads 26.9%.
- The cell total in the yosys stat output is 2564.
- The count of final max-slew check failures is 0.
- The chip height reads ~400 microns.
- The H-tree level count is 3.
- The number of global-route vias before repair reads 30400.
- Before any placement, the netlist area is recorded as 0.0479 sq mm.
- Per the OpenROAD power report, leakage power amounts to approximately 18 nW.
- The startpoint-to-endpoint class of the critical path is input pin to output pin.
- The total overflow left after global routing is 0.
- The worst setup path is captured at an output pin.
- The pin closest to its max-slew limit shows a slew of 0.997 ns.
- Data on the critical path arrives at its endpoint at a little under 5 ns.
- The synthesized instance count reads 2564.
- During I/O placement, the number of pins put on the boundary was 113.
- sky130_fd_sc_hd__edfxtp_1 is the most common cell in the netlist.
- The share of the cycle needed by the critical path after routing is between 80% and 90%.
- The chip area in the Yosys report is 0.0479 sq mm.
- Summed over all nets, the half-perimeter wirelength after detailed placement is roughly 90 mm.
- The placement report lists the number of port buffers as 112.
- The count of clock tree sinks is about 1000.
- The buffer type at the clock tree root is sky130_fd_sc_hd__clkbuf_16.
- The DRC violation count after routing is 0.
- The met2 routing resource usage after global routing is 30.8%.
- The total area inside the core boundary comes to between 0.15 and 0.2 sq mm.
- The per-cell via count in the routed design reads 5.66.
- Once the floorplan was initialized, standard cells occupied between 30% and 40% of the core.
- The initialized floorplan defines 146 standard-cell rows.
- The x dimension of the die is around 400 microns.
- The flow ran to the end, and the final reports show no timing, DRC or antenna violations.
- The filler cell count in the final layout is between 10000 and 15000.
- The met1 track utilization from global routing reads 21.9%.
- The proportion of netlist area held by the largest area contributor is 64.2%.
- The post-synthesis cell type count is 39.
- Power comes to 0.0128 W.
- Summed over all routing layers, the global router reports a total usage of 20.6%.
- The tool flagged a number of max-cap violations equal to 0.
- met2 is the most crowded layer.
- Between the synthesized netlist and the finished layout, the area growth was recorded as 15.6%.
- The number of buffers inserted by post-CTS setup repair is 0.
- The non-filler instance count after layout is 4899.
- The final-report hold violation count reads 0.
- The registers reported with the highest flop counts are rf (1024).
- The TritonCTS clock tree is built.
- The class of the tightest hold or removal check is input pin to flip-flop.
- The clock-pin slew on the worst setup and hold paths is 0.07 ns.
- Per the post-synthesis stats, the area per cell is 18.7 sq um.
- The prevailing post-synth register cell reads sky130_fd_sc_hd__edfxtp_1.
- Per the detail_route report, routed wire per instance is around 32 microns.
- The number of design-rule violations left by the first detailed-router iteration is 1814.
- The data required time at the worst endpoint is 5.92 ns.
- The flip-flop count of the largest register, all copies and words added reads 1024.
- After synthesis, the most frequently instantiated cells are sky130_fd_sc_hd__edfxtp_1, sky130_fd_sc_hd__mux2i_1, sky130_fd_sc_hd__mux4_2, sky130_fd_sc_hd__clkbuf_1, sky130_fd_sc_hd__nand2_1.
- The sequential element share of the synthesized area is 64.2%.
- The cell area power density is 231 mW/mm^2.
- The final report lists the setup-violating endpoint count as 0.
- The post-placement cell count reads around 4700.
- The cell accounting for the most synthesized area reads sky130_fd_sc_hd__edfxtp_1.
- The type of element launching the critical path is an input pin.
- Entering global routing, the biggest net connects 89 pins.
- The overall die size recorded for this design is 0.161 sq mm.
- The number of search-and-repair iterations in the first detailed-routing pass reads 5.
- The largest driver fanout on the critical path is 20.
- In the post-synthesis netlist, the biggest area contributors are sky130_fd_sc_hd__edfxtp_1, sky130_fd_sc_hd__mux4_2, sky130_fd_sc_hd__mux2i_1.
- The total length of routed wires reads 157 mm.
- The number of synthesized flops with an enable pin reads 1024.
- The register with the most flip-flops is rf.
- The met3 track demand over resource in global routing reads 17.2%.
- The fmax reads ~160 MHz.
- The worst supply voltage drop on vdd reads 0.000204 V.
- The routed via count reads approximately 28000.
- The first-pass GRT wire length reads roughly 220 mm.
-- power breakdown --
group | total [W] | internal (W) | switching (W)
Clock | 0.00507 | 0.00283 | 0.00224
Combinational | 0.00119 | 0.000507 | 0.000686
Sequential | 0.00650 | 0.00647 | 0.0000344
-- final timing paths --
path	from	endpoint	slack (ns)
hold / removal	wd3[21]	rf[7][21]	1.57
setup / recovery	a1[0]	rd1[13]	1.10
-- metal layers --
metal	wire length, microns	part of all wire, %	vias up
met5	454	0.29	-
li1	-	-	11400
met2	72600	46	1990
met4	5500	3.5	30
met3	28900	18	310
met1	49300	31	14000
-- through the flow --
stage	instance area (sq um)	hold slack [ns]	setup WS (ns)
global route	55400	1.57	0.939
finish	55400	1.57	1.10
CTS	55400	1.53	1.11
detailed placement	52100	2.32	1.11
global placement	52100	2.30	1.06
floorplan	48000	1.58	3.03
-- cell families after synthesis --
group | after synthesis | share of synthesized area (%)
and+or+nand+nor | 212 | 2.18
AOI/OAI and AO/OA | 374 | 6.15
muxes | 736 | 25.0
buffers and inverters | 217 | 2.44
DFF | 1024 | 64.2
other | 1 | 0.00783
-- layout make-up --
| cell class | instances | area [sq um] | area share (%) |
|---|---|---|---|
| Inverter | 2 | 10.0 | 0.0181 |
| Multi-Input combinational cell | 1354 | 16400 | 29.6 |
| Clock inverter | 63 | 495 | 0.895 |
| Clock buffer | 121 | 2730 | 4.93 |
| Tap cell | 2072 | 2590 | 4.68 |
| Sequential cell | 1024 | 30700 | 55.5 |
| Timing Repair Buffer | 261 | 2380 | 4.30 |
| Antenna cell | 2 | 5.00 | 0.00904 |
-- cell usage in the layout (no fill, tap or decap), types with 33 or more instances in the layout --
master                            count
sky130_fd_sc_hd__clkdlybuf4s50_1    102
sky130_fd_sc_hd__o21ai_0             50
sky130_fd_sc_hd__clkbuf_16          107
sky130_fd_sc_hd__a221oi_1            38
sky130_fd_sc_hd__buf_4              139
sky130_fd_sc_hd__edfxtp_1          1024
sky130_fd_sc_hd__a211oi_1            53
sky130_fd_sc_hd__mux2i_1            320
sky130_fd_sc_hd__a22oi_1             64
sky130_fd_sc_hd__mux4_2             316
sky130_fd_sc_hd__o221ai_1            64
sky130_fd_sc_hd__mux4_1              36
sky130_fd_sc_hd__mux2_2              64
sky130_fd_sc_hd__nand2_1             85
sky130_fd_sc_hd__nor2_4              33
-- worst max-delay path, stage by stage --
cell                              delay [ns]
sky130_fd_sc_hd__buf_6                  0.32
sky130_fd_sc_hd__buf_4                  0.52
sky130_fd_sc_hd__nor2_4                 0.16
sky130_fd_sc_hd__buf_4                  0.30
sky130_fd_sc_hd__a221oi_1               0.33
sky130_fd_sc_hd__o21ai_0                0.16
sky130_fd_sc_hd__a311oi_1               0.88
sky130_fd_sc_hd__clkdlybuf4s50_1        0.63
No activity file was given, so power comes from the tool's default toggle rates.
