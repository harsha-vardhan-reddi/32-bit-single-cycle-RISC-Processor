<file path="design.v">
module instruction_mem (
    input  [31:0] a,     
    output [31:0] rd     
);
    reg [31:0] ram[1023:0];
    initial begin
        ram[0] = 32'h00500093;  
        ram[1] = 32'h00A00113;  
        ram[2] = 32'h002081B3;  
        ram[3] = 32'h00302023;  
        ram[4] = 32'h00002203;  
        ram[5] = 32'h00108463; 
        ram[6] = 32'h0000006F;  
        ram[7] = 32'h401102B3;  
    end
    assign rd = ram[a[11:2]];
endmodule
</file>
<file path="run.sh">
#!/bin/bash
# OpenROAD 26Q1-2900-gdf79404cd8, Yosys 0.63+post, stock flow scripts
make -C /OpenROAD-flow-scripts/flow DESIGN_CONFIG=/design/flow/config.mk WORK_HOME=/design/flow/orfs finish
</file>
<file path="config.mk">
export PLATFORM = sky130hd
export DESIGN_NAME = instruction_mem
export DESIGN_NICKNAME = instruction_mem
export VERILOG_FILES = /design/flow/design.v
export SDC_FILE = /design/flow/constraint.sdc
export NUM_CORES = 4
export LEC_CHECK = 1
export CORE_AREA = 10 10 70 70
export DIE_AREA = 0 0 80 80
export SYNTH_MEMORY_MAX_BITS = 65536
</file>
<file path="constraint.sdc">
current_design instruction_mem

set clk_period 1.5
set clk_io_pct 0.2

create_clock -name clk0 -period $clk_period

set non_clock_inputs [all_inputs -no_clocks]
set_input_delay [expr $clk_period * $clk_io_pct] -clock clk0 $non_clock_inputs
set_output_delay [expr $clk_period * $clk_io_pct] -clock clk0 [all_outputs]
</file>
==> impl_metrics.ini <==
; yosys + openroad results
[routing]
drc_errors = 0
postRouteAntennaNets = 0
firstDrtPassIters = 2
drt_iter0_drc = 4
routedLengthMet1_um = 501
detailroute.via_count = 349
route.detailed.wl_per_inst_um = 9.76
wl_met2_um = 527
vias_per_cell = 2.84
top_routing_layer_in_use = met3
n_antenna_cell = 0
routed_wirelength_um = 1200
met3_wirelength_um = 172

[timing]
setup_repair_after_global_routing_missed_its_margin = no
final_hold_viol_count = 0
final-max-slew-violation-count = 0
setup-tns-final_ns = 0
setup_viol = 0
final.setup.worst_slack_ns = 0.0222
hold_ws_ns = 1.00
fin_crit_ns = 1.48
clock.fmax_mhz = 677
final_min_period_over_clock_period_pct = 98.5

[power]
ir_worst_vdd_v = 0.0000431
pwr_density_cell_nw_per_um2 = 206
internal_power_uw = 94.2
pwr-share-seq_pct = 0
power.share.clock_pct = 0
switching_share_pct = 36.8
p_switching_uw = 54.7
power_leakage_nw = 0.380
total_power_uw = 149
power_frac_comb_pct = 100.0

[critical_path]
cp_slowest_cell = sky130_fd_sc_hd__dlygate4sd2_1
data_arrival_time_at_the_worst_slack_endpoint_ns = 1.18
path_class = primary input to output port
timing.critical_path.from_type = primary input
timing.critical_path.to = rd[16]
buffers_inverters_on_critical_path = 4
crit_family = buffers and inverters
crit_path_cell_count = 6
startpoint_of_the_most_critical_setup_path = a[2]
cpPeakStageDelay_ns = 0.23
setup.worst_path.end_class = output port
worstPathCellList = buf_6, buf_6, ha_4, and2_4, buf_4, dlygate4sd2_1
path_max_fanout = 4
worst_ep_required_time_ns = 1.20
cpMostUsedCell = sky130_fd_sc_hd__buf_6

[synth]
ys_chip_area_um2 = 382
top_area_share_pct = 33.4
synthTopCellsByArea = sky130_fd_sc_hd__buf_4 33%, sky130_fd_sc_hd__ha_1 23%, sky130_fd_sc_hd__and2_4 6.9%
synth_sequential_area_ratio_pct = 0
most_common_cell = sky130_fd_sc_hd__buf_4
ys.warnings.count = 1
synth.largest_area_cell = sky130_fd_sc_hd__buf_4
postSynthCellCount = 48
syn_area_per_cell_um2 = 7.95
synth_stat.cells = 48
common_cells = 17 x sky130_fd_sc_hd__buf_4, 7 x sky130_fd_sc_hd__ha_1, 3 x sky130_fd_sc_hd__and2_4, 3 x sky130_fd_sc_hd__inv_1
synth.lib_cells_used.distinct = 18
syn-cell-area_um2 = 382

[cells_and_area]
layout.clock_buffers = 0
area.sequential_um2 = 0
utilization_pct = 21.2
final_cell_count_no_fill = 123
finish.instance_area_um2 = 724
final_layout_size_suffix_gt1_share_pct = 46.8
syn_to_layout_area_delta_pct = 89.8
n_sequential_cell = 0

[die]
placeableCoreArea_um2 = 3420
initial_core_util_pct = 11.2
floorplan.io_pins = 64
die_x_um = 80
die_area_um2 = 6400
die_h_um = 80
rows = 21

[global_route]
via_count_of_the_first_global_routing_pass = 379
overall_routing_resource_usage_pct = 3.19
globalRoute.totalOverflow = 0
antenna_violations_before_repair = 0
grt_max_degree = 7
grt_first_pass_wirelength_um = 1710

[min_path]
hold_path_depth = 4
hold_crit_path_type = primary input to output port

[job]
log.warning_count = 67
maxCapViolCount = 0

[run_status]
run_status = complete, no violations

[placed_design]
place_area_um2 = 606
numPlacedInstances = 117
place.gp.congestion = 0.715
dpl.hpwl_um = 941
placement.io_buffers = 20
preCtsSetupSlack_ns = -0.708

[clock_tree]
hold_fix_buffer_count_after_cts = 0
-- layout by cell type (no fill, tap or decap), types with 4 or more instances in the layout --
master / synthesis / final
sky130_fd_sc_hd__conb_1: 2 / 15
sky130_fd_sc_hd__buf_6: 2 / 8
sky130_fd_sc_hd__and2_4: 3 / 4
sky130_fd_sc_hd__dlygate4sd2_1: 0 / 14
sky130_fd_sc_hd__ha_4: 0 / 5
sky130_fd_sc_hd__buf_4: 17 / 8
-- how the worst min path moves through the flow --
stage	from	to	slack, ns
4_1_cts	a[4]	rd[4]	1.11
5_1_grt	a[4]	rd[4]	1.04
6_report	a[4]	rd[4]	1.00
-- routing by layer --
metal	GRT usage, %	up-vias
met5	0	-
met1	4.02	158
met3	1.59	0
met4	0	0
li1	-	171
met2	5.06	20
-- timing repair --
item | in CTS | in global routing
gates resized | 54 | 4
endpoints found under the setup margin | 17 | 4
pin swaps | 2 | 1
cloned | 1 | 0
setup buffers | 4 | 1
-- cells by family (layout without fill, tap and decap cells) --
kind of cell / count (synthesis) / in the layout / synth area share, %
buffers and inverters: 22 / 38 / 42.3
and+or+nand+nor: 11 / 11 / 19.3
adders and majority gates: 7 / 7 / 22.9
AOI/OAI and AO/OA: 4 / 4 / 6.88
other: 2 / 15 / 1.97
muxes: 2 / 2 / 6.56
-- layout make-up --
class / count / area (µm²)
repair buffers: 35 / 308
multi-input cells: 39 / 343
inverters: 3 / 16.3
fillers: 380 / 2690
well taps: 46 / 57.6
-- power groups by stage --
| stage | logic, mW | registers (mW) | clock network (mW) |
|---|---|---|---|
| 4_1_cts | 0.150 | 0 | 0 |
| 5_1_grt | 0.168 | 0 | 0 |
| 6_report | 0.149 | 0 | 0 |
Power is estimated from default activity; no workload was simulated.
